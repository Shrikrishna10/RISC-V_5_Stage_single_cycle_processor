File: design.v
`timescale 1ns / 1ps
module ALU( input logic [3:0] alu_op, input logic [31:0] rs1, rs2, output logic [31:0] rd1);
logic signed [31:0]  d1, d2;
always_comb begin
		case(alu_op)
			4'b0000: rd1 = rs1 + rs2;  
			4'b0001: rd1 = rs1 << rs2[4:0];  
			4'b0010: begin
				d1 = rs1; d2 = rs2;
				rd1 = (d1 < d2) ? 32'h00000001 : 32'h00000000;  
			end
			4'b0011: rd1 = (rs1 < rs2) ? 32'h00000001 : 32'h00000000;  
			4'b0100: rd1 = rs1 ^ rs2;  
			4'b0101: rd1 = rs1 >> rs2[4:0];  
			4'b0110: rd1 = rs1 | rs2;  
			4'b0111: rd1 = rs1 & rs2;  
			4'b1000: rd1 = rs1 - rs2;  
			4'b1101: rd1 = rs1 >>> rs2[4:0];  
			default: rd1 = 32'bX;
		endcase
	end
endmodule
File: run.sh
#!/bin/bash
# OpenROAD 26Q1-2900-gdf79404cd8, Yosys 0.63+post, stock flow scripts
make -C /OpenROAD-flow-scripts/flow DESIGN_CONFIG=/design/flow/config.mk WORK_HOME=/design/flow/orfs finish
File: config.mk
export PLATFORM = sky130hd
export DESIGN_NAME = ALU
export DESIGN_NICKNAME = ALU
export VERILOG_FILES = /design/flow/design.v
export SDC_FILE = /design/flow/constraint.sdc
export NUM_CORES = 4
export LEC_CHECK = 1
export CORE_UTILIZATION = 40
export SYNTH_HDL_FRONTEND = slang
File: constraint.sdc
current_design ALU

set clk_period 18.6
set clk_io_pct 0.2

create_clock -name clk0 -period $clk_period

set non_clock_inputs [all_inputs -no_clocks]
set_input_delay [expr $clk_period * $clk_io_pct] -clock clk0 $non_clock_inputs
set_output_delay [expr $clk_period * $clk_io_pct] -clock clk0 [all_outputs]
==> results.py <==
# Physical implementation metrics
metrics = {
    "global_routing": {
        "globalRouteTotalUtil": 0.355,
        "global_route.overflow_total": 0,
        "grt_first_pass_wirelength_mm": 56.8,
        "pin_count_of_the_biggest_net_entering_global_routing": 64,
        "antenna_found_initial": 1,
        "first_global_vias": 9072,
    },
    "pwr": {
        "total_power_mw": 0.311,
        "swShare": 0.582,
        "cell_internal_pwr_mw": 0.130,
        "comb_power_share": 1.000,
        "leakage_nw": 3.80,
        "irDropWorstVdd_mv": 0.0246,
        "share_seq_of_total_power": 0,
        "netSwitchingPower_mw": 0.181,
        "clockPowerShare": 0,
        "power_per_cell_area_mw_per_mm2": 32.9,
    },
    "synth": {
        "top_cell_area_share": 0.161,
        "synth.area.top_cells": "sky130_fd_sc_hd__mux4_2 16%, sky130_fd_sc_hd__ha_1 14%, sky130_fd_sc_hd__nor2_1 6.5%",
        "synthDominantAreaCellType": "sky130_fd_sc_hd__mux4_2",
        "yosys-top-cells-count": "145 x sky130_fd_sc_hd__nor2_1, 103 x sky130_fd_sc_hd__a21oi_1, 97 x sky130_fd_sc_hd__ha_1",
        "post_synthesis_cell_area_mm2": 0.00841,
        "synth.lib_cells_used.distinct": 96,
        "ys_area_mm2": 0.00841,
        "yosys-stat-cells": 1169,
        "proportion_of_synthesized_chip_area_in_sequential_cells": 0,
        "netlist_instances": 1169,
        "most_common_cell": "sky130_fd_sc_hd__nor2_1",
        "synth.yosys.warnings": 0,
        "synth.avg_cell_area_um2": 7.19,
    },
    "setup_path": {
        "critical_path.max_fanout": 63,
        "timing.setup.critical_path_class": "in2out",
        "timing.critical_path.required_ns": 14.88,
        "endpoint_kind": "primary output",
        "type_of_origin_of_the_critical_path": "input pin",
        "arrival_ns": 8.18,
    },
    "finish": {
        "final_core_util": 0.463,
        "final_layout_size_suffix_gt1_frac": 0.108,
        "num_sequential": 0,
        "syn_to_final_growth_pct": 12.5,
        "regArea_um2": 0,
        "clk_buf_instances": 0,
        "nFillCells": 2109,
    },
    "run": {
        "max-cap-violations": 0,
        "log_warnings": 97,
    },
    "routing": {
        "detail_route.wirelength_mm": 37.3,
        "drt_pre_antenna_iters": 6,
        "num_vias": 9743,
        "route.antenna.remaining_nets": 0,
        "remaining_drc_errors": 0,
        "first_iter_violations": 857,
        "diodes": 0,
        "vias_per_cell": 6.63,
        "routed_wire_length_per_instance_um": 25.4,
    },
    "floorplanning": {
        "row_count": 52,
        "die_w_um": 147,
        "ioPinCount": 100,
        "coreArea_mm2": 0.0204,
        "chip_area_mm2": 0.0216,
        "effective_utilization_at_floorplan": 0.412,
        "die_y_um": 147,
    },
    "worst_hold_path": {
        "capture_endpoint_of_the_worst_hold_path": "rd1[1]",
        "hold_start": "rs2[0]",
        "worstHoldPathType": "in2out",
        "holdPathStages": 6,
    },
    "sta": {
        "timing_max_transition_violations_final": 0,
        "max_freq_mhz": 84.0,
        "worstMarginPinSlew_ns": 0.806,
        "setup_viol": 0,
        "finalHoldViolations": 0,
        "hold_ws_ns": 8.72,
        "fin_crit_sh": 0.640,
        "max-slew-margin-rel": 0.457,
        "rsz0062_at_grt": "false",
        "total_negative_setup_slacks_ns": 0,
        "timing.final.crit_period_ns": 11.90,
    },
    "clock_network": {
        "cts_post_setup_buffers_inserted": 0,
        "cts_hold_buffers": 0,
        "ctsResizeCount": 0,
    },
    "placement": {
        "post-dp-hpwl_mm": 28.6,
        "gp_routability_congestion": 1.04,
        "place.port_buffers": 100,
    },
    "status": {
        "run_status": "finished clean",
    },
}
-- worst max path at each step --
stage                  start  endpoint  slack [ns]  cells after the start
after CTS             rs2[2]   rd1[20]        6.86                     15
after global routing  rs2[2]   rd1[20]        6.54                     15
final                 rs2[2]   rd1[20]        6.70                     15
-- power by group through the flow --
stage	combinational (mW)	sequential, mW	clock, mW
6_report	0.311	0	0
5_1_grt	0.335	0	0
4_1_cts	0.305	0	0
-- worst max-delay path, cell delays in order --
cell	delay, ns
sky130_fd_sc_hd__buf_2	0.07
sky130_fd_sc_hd__buf_4	0.52
sky130_fd_sc_hd__clkinv_1	0.14
sky130_fd_sc_hd__buf_4	0.34
sky130_fd_sc_hd__ha_1	0.51
sky130_fd_sc_hd__nand2b_1	0.12
sky130_fd_sc_hd__a211oi_1	0.40
sky130_fd_sc_hd__o21ai_1	0.19
sky130_fd_sc_hd__a2111oi_0	0.68
sky130_fd_sc_hd__o31a_1	0.19
sky130_fd_sc_hd__or2_1	0.15
sky130_fd_sc_hd__a211oi_1	0.10
sky130_fd_sc_hd__or4_1	0.48
sky130_fd_sc_hd__nand4_1	0.09
sky130_fd_sc_hd__clkdlybuf4s50_1	0.46
-- placed cells by master (no fill, tap or decap), types with 4 or more instances in the layout --
master / instances
sky130_fd_sc_hd__a211o_1: 7
sky130_fd_sc_hd__a211oi_1: 15
sky130_fd_sc_hd__a21o_1: 11
sky130_fd_sc_hd__a21oi_1: 103
sky130_fd_sc_hd__a221o_1: 14
sky130_fd_sc_hd__a221oi_1: 15
sky130_fd_sc_hd__a22oi_1: 19
sky130_fd_sc_hd__a31oi_1: 11
sky130_fd_sc_hd__and3_1: 4
sky130_fd_sc_hd__buf_4: 23
sky130_fd_sc_hd__clkdlybuf4s50_1: 96
sky130_fd_sc_hd__ha_1: 97
sky130_fd_sc_hd__inv_1: 89
sky130_fd_sc_hd__inv_2: 8
sky130_fd_sc_hd__mux2_2: 7
sky130_fd_sc_hd__mux2i_1: 32
sky130_fd_sc_hd__mux4_2: 60
sky130_fd_sc_hd__nand2_1: 84
sky130_fd_sc_hd__nand2b_1: 11
sky130_fd_sc_hd__nand3_1: 27
sky130_fd_sc_hd__nand3b_1: 6
sky130_fd_sc_hd__nor2_1: 145
sky130_fd_sc_hd__nor2b_1: 4
sky130_fd_sc_hd__nor3_1: 25
sky130_fd_sc_hd__nor4_1: 7
sky130_fd_sc_hd__o2111ai_1: 8
sky130_fd_sc_hd__o211ai_1: 10
sky130_fd_sc_hd__o21a_1: 6
sky130_fd_sc_hd__o21ai_0: 85
sky130_fd_sc_hd__o21ai_1: 13
sky130_fd_sc_hd__o21bai_1: 15
sky130_fd_sc_hd__o221ai_1: 13
sky130_fd_sc_hd__o22ai_1: 16
sky130_fd_sc_hd__o31a_1: 5
sky130_fd_sc_hd__o31ai_1: 10
sky130_fd_sc_hd__or3_1: 8
-- logic make-up (layout without fill, tap and decap cells) --
kind of cell | after synthesis | count (layout) | share of synthesized area
XOR/XNOR | 5 | 5 | 0.00521
adder cells (fa/ha/maj) | 99 | 99 | 0.149
multiplexers | 103 | 103 | 0.214
AND/OR/NAND/NOR | 343 | 343 | 0.186
AND-OR/OR-AND | 427 | 427 | 0.347
buffers and inverters | 192 | 223 | 0.0989
-- per-layer routing --
metal	GRT usage	part of all wire
met1	0.481	0.41
met3	0.0694	0.086
met4	0.130	0.043
met2	0.567	0.46
met5	0	0.00035
-- through the flow --
stage	setup slack, ns	std cells	instance area [µm²]
final	6.70	1470	9460
after global routing	6.54	1470	9460
after CTS	6.86	1470	9460
after detailed placement	6.88	1470	9460
after global placement	6.83	1470	9460
after floorplan	7.79	1169	8410
-- cell type report --
cell class | count | area, µm² | area share
Inverter | 101 | 383 | 0.0405
Timing Repair Buffer | 122 | 1150 | 0.121
Tap cell | 270 | 338 | 0.0357
Multi-Input combinational cell | 977 | 7590 | 0.802
Power is estimated from default activity; no workload was simulated.
