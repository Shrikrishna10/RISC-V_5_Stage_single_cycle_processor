File: flow/constraint.sdc
current_design mem_if

set clk_period 1.0
set clk_io_pct 0.2

create_clock -name clk0 -period $clk_period [get_ports {clk}]

set non_clock_inputs [all_inputs -no_clocks]
set_input_delay [expr $clk_period * $clk_io_pct] -clock clk0 $non_clock_inputs
set_output_delay [expr $clk_period * $clk_io_pct] -clock clk0 [all_outputs]
File: flow/design.v
module mem_if(input logic clk,input logic [31:0] addr, output logic [31:0] dout);
    reg [31:0] mem [1023:0];
    initial begin
        mem[0] = 32'b00010000000000000000010100010111;   
        mem[1] = 32'b00000000000001010000010100010011;   
        mem[2] = 32'b00000000000001010010010110000011;   
        mem[3] = 32'b00000000110001011000011010110011;   
        mem[4] = 32'b00000000110101010010010000100011;   
    end
    always_ff @(posedge clk) begin
        dout <= mem[addr[31:0]];
    end
endmodule
File: flow/run.sh
#!/bin/bash
# OpenROAD 26Q1-2900-gdf79404cd8, Yosys 0.63+post, stock flow scripts
make -C /OpenROAD-flow-scripts/flow DESIGN_CONFIG=/design/flow/config.mk WORK_HOME=/design/flow/orfs finish
File: flow/config.mk
export PLATFORM = sky130hd
export DESIGN_NAME = mem_if
export DESIGN_NICKNAME = mem_if
export VERILOG_FILES = /design/flow/design.v
export SDC_FILE = /design/flow/constraint.sdc
export NUM_CORES = 4
export LEC_CHECK = 1
export CORE_AREA = 10 10 70 70
export DIE_AREA = 0 0 80 80
export SYNTH_MEMORY_MAX_BITS = 65536
==> notes.md <==
• largest delay contributor family on the critical path: flip-flops
• uppermost routed layer: met4
• arrival time reported for the critical path endpoint: 780 ps
• area of the core: 3420 µm²
• count of library flops with an enable pin: 0
• Fmax achieved: 1.02 GHz
• Max stage delay on crit path: 300 ps
• clock transition at the register clock pins on the worst setup and hold paths after CTS: 60 ps
• Residual DRC: 0
• die outline area: 6400 µm²
• number of fillers in the final layout: 393
• input/output buffers: 17
• yosys synthesis chip area: 419 µm²
• clk buf depth: 2
• die width: 80 µm
• fraction of registers with async set/reset: 0%
• main flop type: sky130_fd_sc_hd__dfxtp_1
• worst slack on hold paths: 581 ps
• Iter 0 DRT Violations: 9
• Final Cycle Share: 97.8%
• DRT Wirelength: 845 µm
• worst hold path class: in2reg
• Floorplan Utilization: 12.3%
• metal1 wirelength: 314 µm
• number of stages on the worst setup path: 1
• first-pass detailed-route iteration total: 4
• critical setup path kind: reg2out
• area added between synthesis and finish: 35.2%
• count of placed standard cells in the final layout, fillers left out: 103
• cell types occupying the most area after synthesis: sky130_fd_sc_hd__dfxtp_1, sky130_fd_sc_hd__buf_4, sky130_fd_sc_hd__a21o_2
• Critical Path Sink: dout[4]
• Power per Cell Area: 1290 nW/µm²
• initial antenna violation count: 0
• GRT Total Usage: 2.16%
• pin count of the biggest net entering global routing: 7
• max-slew violation total from the final report: 0
• number of clock buffers inserted by TritonCTS: 3
• post-route setup TNS: 0 ps
• post-synthesis sequential area ratio: 43.0%
• register name with the most flops: dout
• amount of wire on met2 after detailed routing: 419 µm
• final count of negative-setup-slack endpoints: 0
• TritonCTS clock tree: done
• cell count after synthesis: 43
• category of the worst setup path capture point: output pin
• setup repair after global routing missed its margin: false
• cell count after placement: 99
• area share of the leading cell type in the synthesized netlist: 43.0%
• post-DR vias/cell: 2.30
• Max VDD drop: 0.275 mV
• Sinks on Clock Net: 9
• Critical Path Fanout Max: 1
• count of antenna-violating nets left after detailed routing: 0
• layout cell share with drive strength beyond 1: 21.1%
• Die Y: 80 µm
• final hold vios: 0
• max-cap viol count: 0
• top post-synthesis cells by count: sky130_fd_sc_hd__buf_4, sky130_fd_sc_hd__dfxtp_1, sky130_fd_sc_hd__inv_1
• count of tool warnings: 54
• outcome: completed
• met3 layer wire length in the routed design: 96 µm
• row count: 21
• global-route wire length before repair: 1.17 mm
• number of top-level pins: 65
• Post-Synthesis Cell Area: 419 µm²
• # Cells Yosys: 43
• type of origin of the critical path: flip-flop
• overall power after layout: 733 µW
• Synth Warn #: 1
• standard cell with the maximum stage delay on the critical path: sky130_fd_sc_hd__dfxtp_1
• Synth flops: 9
• minimum period implied by the final worst setup slack: 978 ps
• most used standard cell by instance count after synthesis: sky130_fd_sc_hd__buf_4
• placer congestion estimate: 0.642
• flip-flop count of the largest register after layout: 9
• mean instance size in the synthesized netlist: 9.75 µm²
• overall overflow remaining after global route: 0
• htree depth: 1
• Cell Chain, Critical Path: dlygate4sd2_1
• post-DR wirelength/cell: 8.20 µm
• root buffer cell: sky130_fd_sc_hd__clkbuf_4
• Antenna diodes: 0
• Vias: 237
• number of distinct standard cells referenced by the synthesized netlist: 9
• DP HPWL: 752 µm
• data required time at the worst endpoint: 800 ps
• biggest regs: dout x9
• worst setup path start: dout[4]$_SDFF_PP0_
• leak pwr: 0.262 nW
• number of global-route vias before repair: 261
• Synth area leader: sky130_fd_sc_hd__dfxtp_1
• CP bufs+invs: 1
• setup fix buffers added after clock tree synthesis: 0
==> metrics by stage <==
step	setup slack (ps)	util (%)	cell area (µm²)
after floorplan	406	-	479
after detailed placement	-149	15.6	534
after global routing	2.32	16.6	567
final	22.0	16.6	567
after CTS	2.82	16.4	562
after global placement	-139	15.6	534
==> power by group <==
part	total (mW)	internal, mW	leakage [nW]	switching (mW)
registers	0.388	0.381	0.0753	0.00706
clock network	0.269	0.153	0.0150	0.116
logic	0.0756	0.0529	0.172	0.0227
==> repair_timing <==
item / CTS / global route
hold buffers: 0 / 0
setup endpoints to repair: 14 / 3
resized: 29 / 4
==> worst min-delay path by stage <==
stage	startpoint	endpoint	slack, ps	cells past startpoint
6_report	addr[2]	dout[20]$_DFF_P_	580	1
4_1_cts	addr[2]	dout[20]$_DFF_P_	580	1
5_1_grt	addr[2]	dout[20]$_DFF_P_	600	1
==> kinds of logic after synthesis <==
logic type | count (synthesis) | synth area share (%)
DFF | 9 | 43.0
and+or+nand+nor | 3 | 5.97
other | 2 | 1.79
AOI/OAI and AO/OA | 3 | 5.37
buffers and inverters | 26 | 43.9
==> final cells by class <==
class | count | area [µm²] | share of cell area (%)
timing repair buffer | 17 | 169 | 29.8
multi-input combinational | 24 | 115 | 20.3
sequential | 9 | 188 | 33.1
clock buffer | 4 | 26.3 | 4.64
inverter | 3 | 11.3 | 1.99
tap | 46 | 57.6 | 10.2
==> cell usage in the layout (no fill, tap or decap), types with 2 or more instances in the layout <==
| master | netlist | layout |
|---|---|---|
| sky130_fd_sc_hd__conb_1 | 2 | 18 |
| sky130_fd_sc_hd__clkdlybuf4s15_1 | 0 | 13 |
| sky130_fd_sc_hd__dfxtp_2 | 0 | 6 |
| sky130_fd_sc_hd__inv_1 | 3 | 3 |
| sky130_fd_sc_hd__clkbuf_4 | 0 | 3 |
| sky130_fd_sc_hd__dfxtp_1 | 9 | 3 |
| sky130_fd_sc_hd__clkdlybuf4s50_1 | 0 | 3 |
| sky130_fd_sc_hd__a21o_2 | 2 | 2 |
==> per-layer routing <==
| metal | track usage [%] | vias up |
|---|---|---|
| met3 | 0.909 | 2 |
| met5 | 0 | - |
| met4 | 0.880 | 0 |
| met2 | 3.53 | 21 |
| met1 | 2.42 | 99 |
| li1 | - | 115 |
Power is estimated from default activity; no workload was simulated.
